$ cat /design/flow/config.mk
export PLATFORM = sky130hd
export DESIGN_NAME = branch_buffer
export DESIGN_NICKNAME = branch_buffer
export VERILOG_FILES = /design/flow/design.v
export SDC_FILE = /design/flow/constraint.sdc
export NUM_CORES = 4
export LEC_CHECK = 1
export CORE_UTILIZATION = 40
$ cat /design/flow/constraint.sdc
current_design branch_buffer

set clk_period 30.5
set clk_io_pct 0.2

create_clock -name clk0 -period $clk_period [get_ports {clk}]

set non_clock_inputs [all_inputs -no_clocks]
set_input_delay [expr $clk_period * $clk_io_pct] -clock clk0 $non_clock_inputs
set_output_delay [expr $clk_period * $clk_io_pct] -clock clk0 [all_outputs]
$ cat /design/flow/design.v
module branch_buffer #(
    parameter integer PC_BITS = 32,    
    parameter integer DEPTH   = 8,
    parameter integer INDX    = 3      
)(
    input  wire                  clk,
    input  wire                  rst,
    input  wire [PC_BITS-1:0]    F_pc_va,           
    input  wire                  EX_brn,          
    input  wire [PC_BITS-1:0]    EX_pc,           
    input  wire [PC_BITS-1:0]    EX_alu_out,      
    input  wire                  EX_true_taken,   
    input  wire                  Icache_stall,
    input  wire                  dcache_stall,
    input  wire                  Itlb_stall,
    input  wire                  Dtlb_stall,
    input wire                   sb_stall,
    input  wire                  mul_wb_conflict_stall,
    input  wire                  mul_issue_stall,           
    output wire [PC_BITS-1:0]    F_BP_target_pc,  
    output wire                  F_BP_taken       
);
    reg [PC_BITS-1:0] pc_buf     [0:DEPTH-1];
    reg [PC_BITS-1:0] target_buf [0:DEPTH-1];
    reg               taken_buf  [0:DEPTH-1];
    integer i;
    reg              f_hit;
    reg [INDX-1:0]   f_hit_idx;
    always @(*) begin
        f_hit     = 1'b0;
        f_hit_idx = {INDX{1'b0}};
        for (i = 0; i < DEPTH; i = i + 1) begin
            if (!f_hit && (pc_buf[i] == F_pc_va)) begin
                f_hit     = 1'b1;
                f_hit_idx = i[INDX-1:0];   
            end
        end
    end
    wire taken_on_hit = f_hit ? taken_buf[f_hit_idx] : 1'b0;
    wire [PC_BITS-1:0] seq_pc =
        F_pc_va + ( (!Icache_stall && !dcache_stall && !Itlb_stall && !Dtlb_stall && !sb_stall && !mul_wb_conflict_stall && !mul_issue_stall)  ? {{(PC_BITS-3){1'b0}}, 3'd4} : {PC_BITS{1'b0}} );
    assign F_BP_taken     = taken_on_hit;
    assign F_BP_target_pc = (f_hit && taken_on_hit) ? target_buf[f_hit_idx]
                                                    : seq_pc;
    reg            ex_hit;
    reg [INDX-1:0] ex_hit_idx;
    always @(*) begin
        ex_hit     = 1'b0;
        ex_hit_idx = {INDX{1'b0}};
        for (i = 0; i < DEPTH; i = i + 1) begin
            if (!ex_hit && (pc_buf[i] == EX_pc)) begin
                ex_hit     = 1'b1;
                ex_hit_idx = i[INDX-1:0];
            end
        end
    end
    task automatic fifo_insert_new;
        integer k;
        begin
            for (k = DEPTH-1; k > 0; k = k - 1) begin
                pc_buf[k]     <= pc_buf[k-1];
                target_buf[k] <= target_buf[k-1];
                taken_buf[k]  <= taken_buf[k-1];
            end
            pc_buf[0]     <= EX_pc;
            target_buf[0] <= EX_alu_out;
            taken_buf[0]  <= EX_true_taken;
        end
    endtask
    always @(posedge clk) begin
        if (rst) begin
            for (i = 0; i < DEPTH; i = i + 1) begin
                pc_buf[i]     <= {PC_BITS{1'b0}};
                target_buf[i] <= {PC_BITS{1'b0}};
                taken_buf[i]  <= 1'b0;
            end
        end else if (EX_brn) begin
            if (ex_hit) begin
                taken_buf[ex_hit_idx]  <= EX_true_taken;
                target_buf[ex_hit_idx] <= EX_alu_out;
            end else begin
                fifo_insert_new();
            end
        end
    end
endmodule
$ cat /design/flow/run.sh
#!/bin/bash
# OpenROAD 26Q1-2900-gdf79404cd8, Yosys 0.63+post, stock flow scripts
make -C /OpenROAD-flow-scripts/flow DESIGN_CONFIG=/design/flow/config.mk WORK_HOME=/design/flow/orfs finish
==> results.yml <==
# implementation run metrics
status:
  status: "finished clean"
logic_synthesis:
  synthArstFlopShare_pct: 0
  ys_top_cells_by_count: "a22o_1 (488), xnor2_1 (326), edfxtp_1 (264)"
  ys_cells: 2351
  numSynthFlops: 520
  yosysTopAreaCellShare_pct: 28.70
  synth.distinct_cells: 57
  yosysWarnings: 2
  avgSynthCellArea_um2: 11.75
  yosys.cell_count.top_type: "a22o_1"
  yosys_area_um2: 27630
  flop_cell: "edfxtp_1"
  yosys.stat.seqShare_pct: 47.25
  syn_inst: 2351
  edf_count: 264
  top_area_cell: "edfxtp_1"
  synthesis.area_um2: 27630
  area_leaders: "edfxtp_1 (29%), dfxtp_1 (19%), a22o_1 (15%)"
power_and_ir_drop:
  power.leakage_nw: 11.41
  vdd_drop_max_uv: 44.23
  powerDensity_nw_per_um2: 53.39
global_route:
  track_usage_pct: 32.59
  grt_pass1_vias: 20450
  antenna_found_initial: 4
  grt_pass1_wl_um: 154600
  grt_overflow_total: 0
  grt_max_degree: 169
worst_setup_path:
  critPathMaxFanout: 40
  cp.arrival_ns: 11.40
  reg2reg_slack_ns: 25.88
  reg2reg_from: "pc_buf[3][17]"
  cp-end-kind: "output pin"
  cp.required_ns: 24.40
  critical_path_class: "input pin to output pin"
  crit_path_start_kind: "input pin"
  reg2regPathDepth: 11
  reg2reg_to: "target_buf[2][21]"
clock_network:
  root_buffer: "clkbuf_16"
  postCtsSetupRepairBufs: 0
  htree_levels: 2
  cts_tree: "done"
  cts.path.max_buffers: 3
  cts_hold_buf: 0
  clkSinkCount: 520
  postCtsResizedCells: 0
  clk_latency_ns: 0.66
  path_clk_slew_ns: 0.06
  numCtsBuffers: 60
detailed_routing:
  routed_wl_um: 109600
  postRouteAntennaNets: 0
  first_pass_iters: 5
  avgRoutedWirePerCell_um: 32.89
  drt_iter0_drc: 2215
  drc_errors: 0
  avgViaCountPerCell: 6.249
  vias: 20820
final_timing:
  setup_ws_ns: 13.00
  holdWs_ns: 0.5437
  final.setup.tns_ns: 0
  fmax_mhz: 57.16
  slew_viol_final: 0
  finalClockPeriodUsage_pct: 57.36
  min_period_ns: 17.50
  final.setup_skew_ns: 0.03632
  finalSetupViolCount: 0
  rsz0062_at_grt: "false"
  tightest_slew_ns: 0.8879
  finalHoldViolations: 0
  slew_headroom_pct: 40.31
floorplan:
  core-area_um2: 67750
  die_y_um: 264.8
  die_w_um: 264.8
  num_rows: 95
  ios: 140
  fp-utilization_pct: 40.77
  die-area_um2: 70120
finish:
  regArea_um2: 13050
  instances_no_fill: 3332
  final_core_util_pct: 46.82
  drive_above_1_share_pct: 10.83
  fillers: 6066
  syn2layout_area_growth_pct: 14.82
  layout.area.comb_um2: 13480
placed_design:
  numPortBuffers: 139
  place_congestion: 1.055
  hpwl_um: 72040
  dp_slack_ns: 13.03
  dpl.cell_count: 3223
job:
  log.warning_count: 31
  maxCapViolCount: 0
worst_hold_path:
  hold_end: "pc_buf[7][10]"
  min_from: "pc_buf[7][10]"
  hold_class: "flop to flop"
  min_path_cells: 1
==> final cells by class <==
cell class              instances  share of cell area (%)
multi-input cells            1593                   42.49
flip-flops and latches        520                   41.15
repair buffers                232                   6.706
clock buffers                  82                   5.282
well taps                     873                   3.444
clock inverters                25                  0.8520
inverters                       5                 0.05917
diodes                          2                 0.01578
==> layer usage <==
metal / global-route usage [%] / part of all wire [%] / vias up
li1: - / - / 9036
met1: 51.32 / 44 / 10410
met2: 43.63 / 41 / 1223
met3: 13.51 / 13 / 149
met4: 5.905 / 2.3 / 8
met5: 2.703 / 0.25 / -
==> kinds of logic (layout without fill, tap and decap cells) <==
family	Yosys count	after routing	share of synthesized area [%]
compound gates	576	576	17.97
xor+xnor	540	540	17.12
fa+ha+maj	2	2	0.09057
buf+inv	238	344	4.624
flops	520	520	47.25
mux	173	173	6.604
other cells	0	2	0
simple gates	302	302	6.345
==> worst max-delay path by stage <==
stage            from                 end  slack (ns)  cells past startpoint
4_1_cts   F_pc_va[27]  F_BP_target_pc[20]       13.01                     14
5_1_grt   F_pc_va[30]  F_BP_target_pc[20]       12.65                     14
6_report  F_pc_va[20]  F_BP_target_pc[20]       13.00                     14
==> registers in the layout (all words and copies together), names as in the netlist <==
signal / flops
pc_buf: 256
target_buf: 256
taken_buf: 8
==> stage by stage <==
stage                     total power, W  instance area, µm²
after global routing            0.001741               31720
after detailed placement       0.0009799               29770
after CTS                       0.001698               31710
after global placement         0.0009795               29770
final                           0.001693               31720
after floorplan                0.0008996               27630
==> power breakdown <==
group          total (W)  internal [W]  switching, W
Sequential      0.000787      0.000764     0.0000222
Clock           0.000722      0.000417      0.000305
Combinational   0.000185     0.0000722      0.000113
==> layout by cell type (no fill, tap or decap), drive strengths merged, types with 4 or more instances in the layout <==
master,synthesis,layout
a22o,488,488
xnor2,326,326
edfxtp,264,264
dfxtp,256,256
xor2,214,214
clkdlybuf4s50,0,139
mux2i,114,114
buf,175,93
nand4,92,92
clkbuf,58,82
nor4,71,71
mux2,59,59
nor2,36,36
and2,35,35
o22ai,27,27
nand2,27,27
a221o,23,23
clkinv,0,19
nand3,17,17
o21ai,11,11
nor3,9,9
a21oi,7,7
inv,5,7
and3,5,5
a221oi,5,5
a31oi,5,5
bufinv,0,4
==> critical path, stage by stage <==
cell,delay (ns)
clkdlybuf4s50_1,0.96
xor2_1,0.23
nor4_1,0.53
nand4_1,0.19
nor2_2,0.28
nor4_1,0.13
nor3_4,0.12
buf_4,0.45
buf_4,0.64
mux2_2,0.28
o22ai_1,0.07
a221o_1,0.33
mux2i_1,0.41
clkdlybuf4s50_1,0.57
No activity file was given, so power comes from the tool's default toggle rates.
