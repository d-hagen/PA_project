File: design.v
`timescale 1ns/1ps
module regfile_rob #(
  parameter integer XLEN      = 32,
  parameter integer REG_NUM   = 32,
  parameter integer ADDR_SIZE = 5,
  parameter integer VPC_BITS  = 32,
  parameter integer ROB_DEPTH = 16,
  parameter integer TAG_W     = $clog2(ROB_DEPTH)
)(
  input  wire                   clk,
  input  wire                   rst,
  input  wire [ADDR_SIZE-1:0]   D_ra,
  input  wire [ADDR_SIZE-1:0]   D_rb,
  input  wire [10:0]            D_imd,
  input  wire [VPC_BITS-1:0]    D_pc,
  input  wire                   D_ld,
  input  wire                   D_str,
  input  wire                   D_brn,
  input  wire                   D_jmp,
  input  wire                   D_iret,  
  input  wire                   D_addi,
  input  wire                   RN_ra_is_rob,
  input  wire                   RN_rb_is_rob,
  input  wire [TAG_W-1:0]       RN_ra_tag,
  input  wire [TAG_W-1:0]       RN_rb_tag,
  input  wire                   ROB_ra_ready,
  input  wire [XLEN-1:0]        ROB_ra_value,
  input  wire                   ROB_rb_ready,
  input  wire [XLEN-1:0]        ROB_rb_value,
  input  wire [2:0]             EX_D_bp,
  input  wire [2:0]             MEM_D_bp,
  input  wire [2:0]             WB_D_bp,
  input  wire [XLEN-1:0]        EX_alu_out,
  input  wire [XLEN-1:0]        MEM_data_mem,
  input  wire [XLEN-1:0]        EX_pc,
  input  wire [XLEN-1:0]        MEM_pc,
  input  wire [XLEN-1:0]        WB_data_mem,
  input  wire [VPC_BITS-1:0]    WB_pc,
  input  wire                   WB_jlx,
  input  wire                   C_we,
  input  wire [ADDR_SIZE-1:0]   C_rd,
  input  wire [XLEN-1:0]        C_value,
  input  wire                   RA_tag_bp_valid,
  input  wire [XLEN-1:0]        RA_tag_bp_value,
  input  wire                   RB_tag_bp_valid,
  input  wire [XLEN-1:0]        RB_tag_bp_value,
  input  wire                   EXC_we,
  input  wire [XLEN-1:0]        EXC_pc,
  input  wire [3:0]             EXC_type,
  output wire [XLEN-1:0]        rm1,
  output wire [31:0]            rm2,
  output wire [XLEN-1:0]        D_a,
  output wire [XLEN-1:0]        D_b,
  output wire [XLEN-1:0]        D_a2,
  output wire [XLEN-1:0]        D_b2,
  output wire                   RF_stall
);
  reg [XLEN-1:0] regs [0:REG_NUM-1];
  integer i;
  initial begin
    for (i = 0; i < REG_NUM; i = i + 1)
      regs[i] = {XLEN{1'b0}};
  end
  reg [XLEN-1:0] rm1_r;
  reg [31:0]     rm2_r;
  assign rm1 = rm1_r;
  assign rm2 = rm2_r;
  always @(posedge clk) begin
    if (C_we && (C_rd != {ADDR_SIZE{1'b0}}))
      regs[C_rd] <= C_value;
    regs[0] <= {XLEN{1'b0}};
    if (EXC_we) begin
      rm1_r <= EXC_pc;
      rm2_r <= {28'd0, EXC_type};
    end
    if (rst) begin
      rm1_r <= 32'h0000_1000;
    end
  end
  wire [XLEN-1:0] ra_raw = regs[D_ra];
  wire [XLEN-1:0] rb_raw = regs[D_rb];
  wire [XLEN-1:0] EX_fwd_val  = EX_D_bp[0]  ? (EX_pc  + 32'd4) : EX_alu_out;
  wire [XLEN-1:0] MEM_fwd_val = MEM_D_bp[0] ? (MEM_pc + 32'd4) : MEM_data_mem;
  wire [XLEN-1:0] WB_fwd_val  = WB_jlx      ? (WB_pc  + 32'd4) : WB_data_mem;
  wire [XLEN-1:0] ra_arch_fwd =
      EX_D_bp[2]  ? EX_fwd_val  :
      MEM_D_bp[2] ? MEM_fwd_val :
      WB_D_bp[2]  ? WB_fwd_val  :
                    ra_raw;
  wire [XLEN-1:0] rb_arch_fwd =
      EX_D_bp[1]  ? EX_fwd_val  :
      MEM_D_bp[1] ? MEM_fwd_val :
      WB_D_bp[1]  ? WB_fwd_val  :
                    rb_raw;
  wire ra_satisfied = !RN_ra_is_rob ? 1'b1 : (RA_tag_bp_valid | ROB_ra_ready);
  wire rb_satisfied = !RN_rb_is_rob ? 1'b1 : (RB_tag_bp_valid | ROB_rb_ready);
  wire [XLEN-1:0] ra_rob_or_bp = RA_tag_bp_valid ? RA_tag_bp_value : ROB_ra_value;
  wire [XLEN-1:0] rb_rob_or_bp = RB_tag_bp_valid ? RB_tag_bp_value : ROB_rb_value;
  wire [XLEN-1:0] ra_final = RN_ra_is_rob ? ra_rob_or_bp : ra_arch_fwd;
  wire [XLEN-1:0] rb_final = RN_rb_is_rob ? rb_rob_or_bp : rb_arch_fwd;
  assign D_a2 = ra_final;
  assign D_b2 = rb_final;
  assign D_a =   (D_brn & !D_jmp)    ? D_pc :
                            ra_final;
  assign D_b =
      (D_str || D_ld || D_addi || D_brn)
        ? {{(XLEN-11){D_imd[10]}}, D_imd}
        : rb_final;
  assign RF_stall = !ra_satisfied || !rb_satisfied;
endmodule
File: config.mk
export PLATFORM = sky130hd
export DESIGN_NAME = regfile_rob
export DESIGN_NICKNAME = regfile_rob
export VERILOG_FILES = /design/flow/design.v
export SDC_FILE = /design/flow/constraint.sdc
export NUM_CORES = 4
export LEC_CHECK = 1
export CORE_UTILIZATION = 40
File: run.sh
#!/bin/bash
# OpenROAD 26Q1-2900-gdf79404cd8, Yosys 0.63+post, stock flow scripts
make -C /OpenROAD-flow-scripts/flow DESIGN_CONFIG=/design/flow/config.mk WORK_HOME=/design/flow/orfs finish
File: constraint.sdc
current_design regfile_rob

set clk_period 11.8
set clk_io_pct 0.2

create_clock -name clk0 -period $clk_period [get_ports {clk}]

set non_clock_inputs [all_inputs -no_clocks]
set_input_delay [expr $clk_period * $clk_io_pct] -clock clk0 $non_clock_inputs
set_output_delay [expr $clk_period * $clk_io_pct] -clock clk0 [all_outputs]
==> results.rst <==
Run summary
-----------

.. list-table::
   :header-rows: 1

   * - Metric
     - Value
   * - Internal cell power
     - 6.520 mW
   * - Worst max-slew margin expressed relative to the limit
     - 0.1948
   * - Synthesized flop and latch total
     - 1,028
   * - Sum of negative setup slack
     - 0 ns
   * - Setup slack of the worst register-to-register path
     - 11.02 ns
   * - Number of global-route vias before repair
     - 40,950
   * - Synthesized-area fraction occupied by and/or/nand/nor cells
     - 0.06576
   * - Number of cells traversed by the worst hold path
     - 2
   * - Critical Path End Type
     - output port
   * - Maximum number of buffers from clock root to sink
     - 3
   * - Share of layout cells above drive strength 1
     - 0.2408
   * - Top-count cell post-synth
     - sky130_fd_sc_hd__edfxtp_1
   * - Core outline area
     - 134,000 µm²
   * - Total power per unit cell area
     - 130.4 nW/µm²
   * - Total routed wire length on the met1 layer
     - 66,910 µm
   * - Remaining design rule violation count
     - 0
   * - Postcts setup bufs
     - 0
   * - Clock H-tree levels
     - 3
   * - Area grow syn2layout
     - 22.95%
   * - Yosys Warn Count
     - 1
   * - Slew at the pin with the worst max-slew slack
     - 1.197 ns
   * - Post-detailed-route wirelength per cell
     - 38.11 µm
   * - Cell area after synthesis
     - 54,230 µm²
   * - Synth cell types
     - 82
   * - Largest net degree at the start of global routing
     - 82
   * - Floorplan core density
     - 0.4048
   * - Number of instances resized during post-cts repair
     - 0
   * - Count of fill cells added during filler insertion
     - 11,260
   * - Element type at the critical path start
     - primary input
   * - Total Wirelength
     - 231,100 µm
   * - Final setup slack of the worst path
     - 2.504 ns
   * - Post-synthesis average cell area
     - 15.38 µm²
   * - Share of async-settable or async-resettable flops after synthesis
     - 0
   * - Die Footprint
     - 137,000 µm²
   * - Worst setup path class
     - primary input to output port
   * - Uppermost signal routing layer after detailed routing
     - met5
   * - Adder Area Share
     - 0.0006922
   * - Total overflow reported by the global router
     - 0
   * - EDFF count, synth
     - 996
   * - Max rail drop VDD
     - 0.1099 mV
   * - CTS tree
     - done
   * - WL met2
     - 103,300 µm
   * - Achievable clock frequency
     - 107.6 MHz
   * - Via count
     - 39,000
   * - Number of violations of the max-capacitance limit
     - 0
   * - Power share of the combinational group
     - 0.150
   * - X dimension of the die
     - 370.2 µm
   * - Gate Count Post-Synth
     - 3,526
   * - Place WS
     - 2.686 ns
   * - Part of the total power dissipated in the clock network
     - 0.382
   * - Xor and xnor area share after synthesis
     - 0.006784
   * - Yosys cell count
     - 3,526
   * - Number of non-filler instances in the completed layout
     - 6,064
   * - Area fraction in compound gates after synthesis
     - 0.07859
   * - Arrival time of the worst setup path
     - 6.94 ns
   * - Routability Congestion
     - 1.041
   * - Top cells by area
     - sky130_fd_sc_hd__edfxtp_1 (55%), sky130_fd_sc_hd__mux4_2 (20%), sky130_fd_sc_hd__mux2i_1 (3.2%), sky130_fd_sc_hd__mux2_2 (2.1%), sky130_fd_sc_hd__nor2_1 (1.6%)
   * - Commonest cells in the netlist
     - sky130_fd_sc_hd__edfxtp_1 (996), sky130_fd_sc_hd__mux4_2 (488), sky130_fd_sc_hd__nor2_1 (234)
   * - First-pass GRT wire length
     - 315,700 µm
   * - Hold path endpoint
     - rm1_r[21]
   * - Final Total Pwr
     - 8.696 mW
   * - Yosys top cell area share
     - 0.5516
   * - Clock-pin slew reported for the worst setup and hold paths after clock tree synthesis
     - 0.06 ns
   * - Total of hold buffers inserted after clock tree synthesis
     - 0
   * - Average via count per standard cell
     - 6.431
   * - Hold Crit Class
     - register to register
   * - Number of cell rows
     - 134
   * - Placed wire-length estimate after detailed placement
     - 159,000 µm
   * - Die Span Y
     - 370.2 µm
   * - Post-synthesis sequential area ratio
     - 0.5634
   * - Total length of routed met3 wires
     - 43,110 µm
   * - Final critical delay including setup and external delays
     - 9.296 ns
   * - Unrepaired setup endpoints after global routing
     - no
   * - Root Buffer Master
     - sky130_fd_sc_hd__clkbuf_16
   * - Skew-Pair Late Insertion Delay
     - 0.71 ns
   * - Total net switching power
     - 2.175 mW
   * - Run status
     - completed
   * - Clock sink count
     - 1,028
   * - Initial DRC Count
     - 2,923
   * - Critical Path RT
     - 9.44 ns
   * - Final Setup Violations
     - 0
   * - Number of buffers created by CTS
     - 106
   * - Worst clock skew
     - 0 ns
   * - Quantity of I/O buffers inserted on ports
     - 634
   * - Worst-case reg-to-reg path depth
     - 2
   * - Predominant post-synthesis flop cell
     - sky130_fd_sc_hd__edfxtp_1
   * - Startpoint of the tightest hold check path
     - rm1_r[21]
   * - Area fraction in mux cells
     - 0.2564
   * - Aggregate global-route resource usage
     - 0.3665
   * - Final ANT Viol Nets
     - 0
   * - Sw Share
     - 0.2502
   * - Log Warnings
     - 36
   * - Number of optimization iterations in the first detailed-route pass
     - 6
   * - Maximum fanout along the worst path
     - 45
   * - Slew Limit Fails
     - 0
   * - Leak
     - 21.80 nW
   * - Sequential share of power
     - 0.468
   * - Final Hold Vio Count
     - 0
   * - Cell type with the largest total area after synthesis
     - sky130_fd_sc_hd__edfxtp_1
   * - Final design utilization
     - 0.4977
   * - Inst Count DP
     - 5,858
   * - Top logic family
     - multiplexers
   * - Period utilization
     - 0.7878
   * - Launch point of the worst reg-to-reg path
     - rm1_r[12]
   * - Chip area in the Yosys report
     - 54,230 µm²
   * - Io pins
     - 673
   * - Critical register-to-register path endpoint
     - rm1_r[12]
   * - Antenna violations before repair
     - 23
[registers in the layout, indices dropped and copies added (netlist names)]
signal,cells
rm2_r,4
regs,992
rm1_r,32
[power groups by stage]
stage	Combinational (mW)	Sequential (mW)	Clock (mW)
CTS	1.28	4.07	3.36
global route	1.36	4.07	3.48
finish	1.31	4.07	3.32
[per-stage QoR]
stage	hold WS, ns	instance area, µm²
final	0.4917	66670
after floorplan	0.4365	54330
after global routing	0.5166	66660
after detailed placement	0.4845	63240
after CTS	0.4960	66630
after global placement	0.4736	63240
[critical path, stage by stage]
cell and delay, ns:
sky130_fd_sc_hd__buf_8 0.39, sky130_fd_sc_hd__buf_4 0.43, sky130_fd_sc_hd__buf_4 0.54, sky130_fd_sc_hd__mux4_2 0.61
sky130_fd_sc_hd__mux4_2 0.51, sky130_fd_sc_hd__a22oi_1 0.85, sky130_fd_sc_hd__a22oi_1 0.19, sky130_fd_sc_hd__buf_4 0.25
sky130_fd_sc_hd__mux2_2 0.27, sky130_fd_sc_hd__clkdlybuf4s50_1 0.43
[kinds of logic after synthesis]
logic type,after synthesis
AND-OR/OR-AND,604
buffers and inverters,331
AND/OR/NAND/NOR,751
XOR/XNOR,42
multiplexers,766
other,1
adder cells (fa/ha/maj),3
flip-flops,1028
[worst max-delay path by stage]
| stage | startpoint | to | slack [ns] | cells past startpoint |
|---|---|---|---|---|
| CTS | D_rb[2] | D_b[0] | 2.66 | 12 |
| global route | D_ra[0] | D_a[22] | 2.36 | 10 |
| finish | D_ra[0] | D_a[22] | 2.50 | 10 |
[layout by cell type (no fill, tap or decap), types with 32 or more instances in the layout]
master / count
sky130_fd_sc_hd__nor3_1: 38
sky130_fd_sc_hd__buf_4: 198
sky130_fd_sc_hd__nand4_1: 36
sky130_fd_sc_hd__clkdlybuf4s50_1: 615
sky130_fd_sc_hd__clkbuf_16: 110
sky130_fd_sc_hd__nand3_1: 73
sky130_fd_sc_hd__mux2i_1: 175
sky130_fd_sc_hd__dfxtp_1: 32
sky130_fd_sc_hd__a22oi_1: 44
sky130_fd_sc_hd__nor2_1: 206
sky130_fd_sc_hd__a211oi_1: 32
sky130_fd_sc_hd__a221oi_1: 39
sky130_fd_sc_hd__mux2_2: 103
sky130_fd_sc_hd__nand2_1: 206
sky130_fd_sc_hd__mux4_2: 488
sky130_fd_sc_hd__o21ai_0: 83
sky130_fd_sc_hd__edfxtp_1: 996
sky130_fd_sc_hd__a21oi_1: 113
sky130_fd_sc_hd__a31oi_1: 50
[metal layers]
layer  global-route usage  vias to the layer above
li1                     -                    16010
met3               0.2818                      618
met2               0.5179                     3180
met5              0.02133                        -
met1               0.3906                    19170
met4               0.2051                       16
[final cells by class]
type | count | area, µm² | share of cell area
sequential | 1028 | 30550 | 0.4582
multi-input combinational | 2194 | 22500 | 0.3375
timing repair buffer | 836 | 7858 | 0.1179
clock buffer | 129 | 2844 | 0.04266
tap | 1768 | 2212 | 0.03318
clock inverter | 62 | 548.0 | 0.008220
inverter | 32 | 120.1 | 0.001802
antenna | 15 | 37.54 | 0.0005630
Power figures rest on the tool's default switching activity, not on a simulated workload.
